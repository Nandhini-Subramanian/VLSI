`flow/config.mk`:
```
export PLATFORM = sky130hd
export DESIGN_NAME = fifo_top
export DESIGN_NICKNAME = fifo_top
export VERILOG_FILES = /design/flow/design.v
export SDC_FILE = /design/flow/constraint.sdc
export NUM_CORES = 4
export LEC_CHECK = 1
export CORE_UTILIZATION = 30
```
`flow/constraint.sdc`:
```
current_design fifo_top

set clk_period 16.8
set clk_io_pct 0.2

create_clock -name clk0 -period $clk_period [get_ports {rclk}]
create_clock -name clk1 -period $clk_period [get_ports {wclk}]

set non_clock_inputs [all_inputs -no_clocks]
set_input_delay [expr $clk_period * $clk_io_pct] -clock clk0 $non_clock_inputs
set_output_delay [expr $clk_period * $clk_io_pct] -clock clk0 [all_outputs]
```
`flow/design.v`:
```
`timescale 1ns / 1ps
module fifo_top #(parameter DSIZE = 32, 
						parameter ASIZE = 5)
(
	input winc, wclk, wrst,
	input rinc, rclk, rrst,
	input [DSIZE-1 :0] wdata,
	output [DSIZE-1 :0] rdata,
	output wfull, rempty);
	wire [ASIZE-1: 0] waddr, raddr;
	wire [ASIZE: 0] wptr, rptr, rq2_wptr, wq2_rptr;
fifomem fifomem_inst
			(.wclken(winc), .wfull(wfull), .wclk(wclk), .wdata(wdata), .waddr(waddr),
			 .rdata(rdata), .raddr(raddr));
sync_w2r sync_w2r_inst
			(.rclk(rclk), .rq2_wptr(rq2_wptr), .rrst(rrst), .wptr(wptr));
sync_r2w sync_r2w_inst
			(.wclk(wclk), .wq2_rptr(wq2_rptr), .wrst(wrst), .rptr(rptr));
wptr_full wptr_full_inst
			(.wclk(wclk), .winc(winc), .wrst(wrst), .wptr(wptr),.wfull(wfull), 
			 .waddr(waddr), .wq2_rptr(wq2_rptr));
rptr_empty rptr_empty_inst
			(.rclk(rclk), .rinc(rinc), .rrst(rrst), .rptr(rptr), .rempty(rempty),
			 .raddr(raddr), .rq2_wptr(rq2_wptr));
endmodule
module fifomem # (parameter DATASIZE = 32, parameter ADDRSIZE = 5)
(
input wclken, wfull, wclk,
input [DATASIZE - 1: 0] wdata,
input [ADDRSIZE - 1: 0]	waddr, raddr,
output [DATASIZE - 1: 0] rdata
);
localparam DEPTH = 1 << ADDRSIZE;
reg [DATASIZE - 1: 0] mem [0 : DEPTH - 1];
integer row, column;
assign rdata = mem [raddr];
initial 
begin
		for (row = 0; row < DEPTH; row = row + 1)
		begin
				for(column = 0; column < DATASIZE; column = column + 1)
				begin
						mem[row][column] = 1'b0;
				end
		end
end
always @ (negedge wclk)
if(wclken && (!wfull))
begin
	mem[waddr] <= wdata;
end
endmodule 
`timescale 1ns / 1ps
module rptr_empty #(parameter ADDRSIZE = 5)
	(
	 input rclk, rrst, rinc, 
	 input [ADDRSIZE: 0] rq2_wptr,
	 output reg rempty,
	 output [ADDRSIZE - 1: 0] raddr,
	 output reg [ADDRSIZE: 0] rptr
    );
	reg [ADDRSIZE: 0] rbin;
	wire [ADDRSIZE: 0] rbinnext, rgraynext;
	wire rempty_val;
	assign rbinnext = rbin + (rinc & ~rempty);
	assign rgraynext = (rbinnext >> 1) ^ rbinnext;
	assign raddr = rbin [ADDRSIZE-1 : 0] ;
	assign rempty_val = (rgraynext == {rq2_wptr[ADDRSIZE: ADDRSIZE-1], rq2_wptr[ADDRSIZE-2: 0]});
	always @ (negedge rclk or posedge rrst)
	begin
			if(rrst)
			begin
					rbin <= 0;
					rptr <= 0;
			end
			else 
			begin
					rbin <= rbinnext;
					rptr <= rgraynext;					
					rempty <= rempty_val | rrst;
			end
	end
endmodule
`timescale 1ns / 1ps
module sync_r2w #(parameter ADDRSIZE = 5)
	(
    input wclk, wrst,
	 input [ADDRSIZE : 0] rptr,
	 output reg [ADDRSIZE : 0] wq2_rptr
	 );
	 reg [ ADDRSIZE: 0] wq1_rptr;
	always @ (negedge wclk or posedge wrst)
	begin
			if(wrst) {wq2_rptr, wq1_rptr} <= 0;
			else
			begin
					wq1_rptr <= rptr;
					wq2_rptr <= wq1_rptr;
			end
	end
endmodule
`timescale 1ns / 1ps
module sync_w2r #(parameter ADDRSIZE = 5)
	(
    input rclk, rrst,
	 input [ADDRSIZE : 0] wptr,
	 output reg [ADDRSIZE : 0] rq2_wptr
	 );
	 reg [ ADDRSIZE: 0] rq1_wptr;
	always @ (negedge rclk or posedge rrst)
	begin
			if(rrst) {rq2_wptr, rq1_wptr} <= 0;
			else
			begin
					rq1_wptr <= wptr;
					rq2_wptr <= rq1_wptr;
			end
	end
endmodule
`timescale 1ns / 1ps
module wptr_full #(parameter ADDRSIZE = 5)
	(
	 input wclk, wrst, winc, 
	 input [ADDRSIZE: 0] wq2_rptr,
	 output reg wfull,
	 output [ADDRSIZE - 1: 0] waddr,
	 output reg [ADDRSIZE: 0] wptr
    );
	reg [ADDRSIZE: 0] wbin;
	wire [ADDRSIZE: 0] wbinnext, wgraynext;
	wire wfull_val;
	assign wbinnext = wbin + (winc & ~wfull);
	assign wgraynext = (wbinnext >> 1) ^ wbinnext;
	assign waddr = wbin [ADDRSIZE-1 : 0] ;
	assign wfull_val = (wgraynext == {~wq2_rptr[ADDRSIZE: ADDRSIZE-1],wq2_rptr[ADDRSIZE-2:0]});
	always @ (negedge wclk or posedge wrst)
	begin
			if(wrst)
			begin
					wbin <= 0;
					wptr <= 0;
					wfull <= 0;
			end
			else
			begin
					wbin <= wbinnext;
					wptr <= wgraynext;
					wfull <= wfull_val;
			end
	end
endmodule
```
`flow/run.sh`:
```
#!/bin/bash
# OpenROAD 26Q1-2900-gdf79404cd8, Yosys 0.63+post, stock flow scripts
make -C /OpenROAD-flow-scripts/flow DESIGN_CONFIG=/design/flow/config.mk WORK_HOME=/design/flow/orfs finish
```
==> results.md <==
| Stage | Item | Value |
| --- | --- | --- |
| final layout | Relative area change from synthesis to final layout | 27.2% |
| critical path | Required time at the worst-slack endpoint | 13.44 ns |
| floorplanning | Core Util at FP | 30.4% |
| yosys | Top cell type by instance count after synthesis | sky130_fd_sc_hd__edfxtp_1 |
| global route | Number of global-route vias before repair | 25700 |
| critical path | Worst path arrival time | 11.95 ns |
| yosys | Post-synth top area share | 75.5% |
| yosys | Leading post-synthesis cells by cell area | sky130_fd_sc_hd__edfxtp_1 75%, sky130_fd_sc_hd__mux4_2 18%, sky130_fd_sc_hd__dfrtn_1 2.9% |
| power and ir drop | Fraction of power consumed by sequential logic | 36.1% |
| sta | Slew margin rel. | 32.9% |
| power and ir drop | Proportion of power drawn by the clock network | 38.2% |
| clocking | Num Clock Sinks | 1072 |
| sta | Measured slew at the worst slew-check pin | 1.00 ns |
| detailed routing | First DRT Iteration DRCs | 1109 |
| yosys | Synth area leader | sky130_fd_sc_hd__edfxtp_1 |
| yosys | Unique masters post-synth | 42 |
| detailed routing | Average detailed-routed wire length per instance | 21.4 µm |
| yosys | Number of enable flip-flop cells | 1025 |
| critical path | Worst stage delay on the critical path | 0.72 ns |
| sta | Final Hold Vio Count | 0 |
| placement | Post-place instance area | 44200 µm² |
| power and ir drop | Leakage power of the design | 20.3 nW |
| yosys | Share of flip-flops with an asynchronous set or reset after synthesis | 4.38% |
| critical path | Cell Chain, Critical Path | buf_4 > mux4_2 > mux4_2 > mux2_2 > clkdlybuf4s50_1 |
| detailed routing | Number of iterations in the first detailed-routing pass | 5 |
| power and ir drop | Internal power of the cells | 6.18 mW |
| global route | Largest net degree at the start of global routing | 76 |
| global route | Initial antenna violation count | 1 |
| yosys | #FFs+latches synth | 1072 |
| placement | Last weighted congestion value of the routability-driven placer | 0.791 |
| floorplanning | Top Ports | 72 |
| yosys | Avg Inst Size Synth | 24.8 µm² |
| floorplanning | Total number of placement rows | 134 |
| power and ir drop | Switching share of power | 31.3% |
| detailed routing | DRC | 0 |
| final layout | Layout cells sized above 1 | 22.0% |
| placement | Port Buf Inserts | 70 |
| floorplanning | Horiz. Die Dim | 371 µm |
| power and ir drop | Net switching power | 2.81 mW |
| status | Result of the run | completed |
| floorplanning | Die span in y | 371 µm |
| power and ir drop | Power Density | 173 nW/µm² |
| final layout | Layout Cell Area excl Fill | 51900 µm² |
| critical path | Cell at the slowest stage of the critical path | sky130_fd_sc_hd__buf_4 |
| yosys | Synth Warn # | 5 |
| yosys | Share of synthesized area occupied by flip-flops and latches | 78.4% |
| global route | Aggregate global-route resource usage | 16.2% |
| detailed routing | Number of nets with antenna violations after routing | 0 |
| yosys | Cells after synthesis | 1645 |
| sta | Setup repair after global routing missed its margin | no |
| critical path | Critical path peak fanout | 41 |
| yosys | Top cells by count, synth | 1025 x sky130_fd_sc_hd__edfxtp_1, 320 x sky130_fd_sc_hd__mux4_2, 47 x sky130_fd_sc_hd__dfrtn_1 |
| hold path | Worst hold path class | reg2reg |
| yosys | Summed instance area of the synthesized netlist | 40800 µm² |
| global route | Global-route wire length before repair | 149000 µm |
| yosys | Dominant register cell in the synthesized netlist | sky130_fd_sc_hd__edfxtp_1 |
| detailed routing | Vias after detailed routing | 21500 |
| floorplanning | Total Die Area | 137000 µm² |
| critical path | Startpoint type of the worst setup path | flop |
| detailed routing | Via-to-Cell Ratio | 4.58 |
| run | Number of warnings in the stage logs | 1028 |
| run | Number of max-capacitance violations reported | 0 |
| yosys | Chip area line of the yosys report | 40800 µm² |
| detailed routing | Final wirelength | 101000 µm |
| sta | Final setup vio count | 0 |
| critical path | Critical path buffer and inverter count | 2 |
| critical path | Category of cells accounting for the largest share of critical-path delay | multiplexers |
| critical path | Critical Path Sink Type | primary output |
| clocking | Clock tree from TritonCTS | done |
| global route | Total gr overflow | 0 |
| clocking | Clock transition at the registers of the reported paths | 0.05 ns |
| yosys | Total cells reported by yosys after synthesis | 1645 |
| placement | HPWL after detailed placement | 51300 µm |
| detailed routing | Antenna diode instance count | 0 |
| clocking | Number of post-CTS setup repair buffers | 0 |
| floorplanning | Area of the core | 134000 µm² |
| critical path | Kind of critical path | reg2out |
| sta | Count of pins over their slew limit | 0 |
| power and ir drop | Fraction of power consumed by combinational cells | 25.7% |
| power and ir drop | VDD IR-drop max | 0.000148 V |
| sta | Fin Setup TNS | 0 ns |
| critical path | Most Frequent Cell on Critical Path | sky130_fd_sc_hd__mux4_2 |
| sta | Setup clock skew after layout | 0.0720 ns |
## final cells by class
cell class	instances	area, µm²
fillers	11800	82300
flip-flops and latches	1072	32000
multi-input cells	484	8640
clock inverters	1114	4970
clock buffers	105	2630
well taps	1768	2210
repair buffers	157	1440
inverters	4	15.0
## power by group through the flow
| stage | Clock, mW | Sequential, mW | Combinational [mW] |
|---|---|---|---|
| 6_report | 3.43 | 3.24 | 2.31 |
| 5_1_grt | 3.85 | 3.26 | 2.49 |
| 4_1_cts | 3.55 | 3.24 | 2.36 |
## routing by layer
| metal | GRT usage (%) | wire, µm | vias up |
|---|---|---|---|
| met5 | 1.36 | 262 | - |
| li1 | - | - | 9484 |
| met2 | 22.4 | 46900 | 1573 |
| met4 | 5.49 | 1720 | 10 |
| met3 | 18.0 | 20900 | 136 |
| met1 | 14.9 | 31000 | 10300 |
## cell usage in the layout, fill, tap and decap left out, types with 11 or more instances in the layout
cell type,Yosys,routed
sky130_fd_sc_hd__clkbuf_16,0,105
sky130_fd_sc_hd__mux2_2,32,32
sky130_fd_sc_hd__nand2_1,11,11
sky130_fd_sc_hd__xor2_1,19,19
sky130_fd_sc_hd__clkdlybuf4s50_1,0,70
sky130_fd_sc_hd__nor2_4,0,28
sky130_fd_sc_hd__dfrtn_1,47,47
sky130_fd_sc_hd__inv_1,6,1044
sky130_fd_sc_hd__buf_4,4,76
sky130_fd_sc_hd__edfxtp_1,1025,1025
sky130_fd_sc_hd__mux4_2,320,320
sky130_fd_sc_hd__bufinv_16,0,23
sky130_fd_sc_hd__clkinvlp_2,0,25
## cell families (layout without fill, tap and decap cells)
| kind of cell | after synthesis | count (layout) | share of synthesized area, % |
|---|---|---|---|
| muxes | 354 | 354 | 18.6 |
| buffers and inverters | 89 | 1380 | 0.994 |
| DFF | 1072 | 1072 | 78.4 |
| AOI/OAI and AO/OA | 16 | 16 | 0.276 |
| adders and majority gates | 4 | 4 | 0.123 |
| and+or+nand+nor | 80 | 80 | 0.933 |
| xor gates and xnor gates | 30 | 30 | 0.681 |
## path summary, 6_finish.rpt
path | slack, ns | startpoint | end | cells after the start
min in group clk0 | 0.29 | sync_w2r_inst.rq1_wptr[4]$_DFF_NP0_ | sync_w2r_inst.rq2_wptr[4]$_DFF_NP0_ | 0
worst min register to register | 0.1 | rptr_empty_inst.rptr[5]$_DFF_NP0_ | sync_r2w_inst.wq1_rptr[5]$_DFF_NP0_ | 0
worst max register to register | 13.66 | wptr_full_inst.wfull$_DFF_NP0_ | fifomem_inst.mem[7][25]$_DFFE_NP_ | 5
worst max-delay path | 1.49 | rptr_empty_inst.rbin[0]$_DFF_NP0_ | rdata[24] | 5
worst min-delay path | 0.1 | rptr_empty_inst.rptr[5]$_DFF_NP0_ | sync_r2w_inst.wq1_rptr[5]$_DFF_NP0_ | 0
min in group asynchronous | 11.36 | wrst | sync_r2w_inst.wq2_rptr[4]$_DFF_NP0_ | 3
max in group clk1 | 2.51 | winc | fifomem_inst.mem[7][25]$_DFFE_NP_ | 6
max in group asynchronous | 4.73 | rrst | sync_w2r_inst.rq2_wptr[3]$_DFF_NP0_ | 3
## through the flow
step           utilization [%]  setup WS (ns)  std cells  hold WS (ns)  total power, mW
6_report                  38.7           1.49       4704        0.0955             8.99
5_1_grt                   38.7           1.32       4704         0.104             9.60
4_1_cts                   38.7           1.45       4704        0.0814             9.16
3_5_place_dp              33.0           1.78       3482         0.295             5.96
3_3_place_gp              33.0           1.81       3482         0.293             5.93
2_1_floorplan                -           1.81       1645         0.292             5.10
## flip-flops by register name (all words and copies together), names as in the netlist, 6 cells and up
signal / flops
fifomem_inst.mem: 1024
rptr_empty_inst.rptr: 6
sync_r2w_inst.wq1_rptr: 6
sync_r2w_inst.wq2_rptr: 6
sync_w2r_inst.rq1_wptr: 6
sync_w2r_inst.rq2_wptr: 6
wptr_full_inst.wptr: 6
## what timing repair did
action / 4_1_cts / 5_1_grt
hold buffers: 5 / 0
resized: 0 / 0
endpoints found under the hold margin: 5 / 0
Power is estimated from default activity; no workload was simulated.
